==> design/flow/design.v <==
module memory
#(parameter DATA_WIDTH=8, parameter ADDR_WIDTH=6)
(
	input [(DATA_WIDTH-1):0] data_in,
	input [(ADDR_WIDTH-1):0] addr_in,
	input we, clk,
	output [(DATA_WIDTH-1):0] data_out
);
	reg [DATA_WIDTH-1:0] ram[2**ADDR_WIDTH-1:0];
	reg [ADDR_WIDTH-1:0] addr_reg;
	always @ (posedge clk)
	begin
		if (we)
			ram[addr_in] <= data_in;
		addr_reg <= addr_in;
	end
	assign data_out = ram[addr_reg];
endmodule
==> design/flow/run.sh <==
#!/bin/bash
# OpenROAD 26Q1-2900-gdf79404cd8, Yosys 0.63+post, stock flow scripts
make -C /OpenROAD-flow-scripts/flow DESIGN_CONFIG=/design/flow/config.mk WORK_HOME=/design/flow/orfs finish
==> design/flow/config.mk <==
export PLATFORM = sky130hd
export DESIGN_NAME = memory
export DESIGN_NICKNAME = memory
export VERILOG_FILES = /design/flow/design.v
export SDC_FILE = /design/flow/constraint.sdc
export NUM_CORES = 4
export LEC_CHECK = 1
export CORE_UTILIZATION = 30
==> design/flow/constraint.sdc <==
current_design memory

set clk_period 16.6
set clk_io_pct 0.2

create_clock -name clk0 -period $clk_period [get_ports {clk}]

set non_clock_inputs [all_inputs -no_clocks]
set_input_delay [expr $clk_period * $clk_io_pct] -clock clk0 $non_clock_inputs
set_output_delay [expr $clk_period * $clk_io_pct] -clock clk0 [all_outputs]
==> impl_metrics.env <==
# yosys + openroad results
export IMPL_status="finished clean"
export IMPL_rows=94
export IMPL_common_cells="512 x edfxtp_1, 126 x mux4_2, 83 x nor2_1"
export IMPL_layout_drive_gt1_share=0.246
export IMPL_first_pass_iters=24
export IMPL_numCtsBuffers=47
export IMPL_ys_seq_share=0.770
export IMPL_routedWlPerCell_um=22.4
export IMPL_yosysMostFrequentCell="edfxtp_1"
export IMPL_fp_util=0.304
export IMPL_clock_sinks=518
export IMPL_critPathMaxStageDelay_ns=0.70
export IMPL_p_leak_nw=6.99
export IMPL_post_dp_cell_area_um2=21400
export IMPL_synth_top_cell_area_share=0.764
export IMPL_tightest_slew_ns=0.939
export IMPL_synthSimpleGateAreaFrac=0.0339
export IMPL_gp_congestion=0.839
export IMPL_arrival_ns=4.12
export IMPL_yosys_warnings=1
export IMPL_xor_share=0
export IMPL_synth_chip_area_um2=20100
export IMPL_cp_top_family="buffers and inverters"
export IMPL_setup_tns_ns=0
export IMPL_crit_slowest_cell="dfxtp_4"
export IMPL_grt_first_pass_wirelength_um=64500
export IMPL_netlist_area_um2=20100
export IMPL_grt_ovfl_total=0
export IMPL_vias=9317
export IMPL_mux_share=0.160
export IMPL_totalWireLength_um=42800
export IMPL_port_buffers=23
export IMPL_syn_to_final_growth_pct=14.0
export IMPL_drc=0
export IMPL_hold_depth=1
export IMPL_dieHeight_um=261
export IMPL_cts_tree="yes"
export IMPL_cts_buffer_depth=3
export IMPL_hp_class="input port to flop"
export IMPL_edf_count=512
export IMPL_syn_area_per_cell_um2=21.5
export IMPL_ys_cells=938
export IMPL_antenna_left=0
export IMPL_cts_setup_buffers=0
export IMPL_ff_type="edfxtp_1"
export IMPL_grt_pass1_vias=10350
export IMPL_cp_end_kind="output pin"
export IMPL_die_x_um=261
export IMPL_reg_top3="ram (512)"
export IMPL_critPathMaxFanout=34
export IMPL_synth_distinct_cells=40
export IMPL_finalInstanceArea_um2=22900
export IMPL_tool_warnings=25
export IMPL_top_logic_kind="multiplexers"
export IMPL_synthAdderAreaFrac=0
export IMPL_aoi_share=0.0208
export IMPL_maxSlewHeadroom=0.372
export IMPL_post_cts_resized=0
export IMPL_cp_depth=7
export IMPL_largest_register="ram"
export IMPL_worst_setup_path_type="flop to output pin"
export IMPL_cts_root_buf="clkbuf_16"
export IMPL_drt_iter0_markers=709
export IMPL_fin_crit_ns=7.44
export IMPL_ys_async_sr_fraction=0
export IMPL_post_route_period_util=0.448
export IMPL_slew_violations=0
export IMPL_antenna_found_initial=8
export IMPL_clk_pin_slew_ns=0.06
export IMPL_ys_ff=518
export IMPL_avgViaCountPerCell=4.89
export IMPL_p_per_area_nw_per_um2=115
export IMPL_path_cells="buf_4 > mux4_2 > mux2_2 > o221a_2 > nor3_1 > o32ai_1 > clkdlybuf4s50_1"
export IMPL_instances_no_fill=1907
export IMPL_synthCells=938
export IMPL_cts_htree_levels=2
export IMPL_core_um2=66100
export IMPL_rsz0062_at_grt="no"
export IMPL_clock_fmax_mhz=134
export IMPL_top_cells_by_area="edfxtp_1 76%, mux4_2 14%, nor2_1 1.5%"
export IMPL_crit_buf_inv=2
export IMPL_worst_hold_slack_ns=3.27
export IMPL_critPathRequiredTime_ns=13.28
export IMPL_cp_start_kind="flop"
export IMPL_dp_hpwl_um=25400
export IMPL_place_inst=1819
export IMPL_max_cap_violations=0
export IMPL_grt_max_degree=79
export IMPL_vdd_drop_max_uv=64.6
export IMPL_grt_usage=0.138
export IMPL_num_io_pins=24
export IMPL_die_area_um2=68100
export IMPL_setup_viol=0
export IMPL_ctsHoldBuffers=0
export IMPL_final_hold_viol_count=0
export IMPL_largest_area_cell="edfxtp_1"
export IMPL_largest_reg_flops=512
[cells in the final DEF, fill, tap and decap left out, drive strengths merged, types with 8 or more instances in the layout]
| cell | n |
|---|---|
| clkbuf | 64 |
| buf | 53 |
| mux2 | 13 |
| clkinv | 16 |
| mux4 | 126 |
| edfxtp | 512 |
| nand2 | 19 |
| nor2b | 14 |
| mux2i | 23 |
| o221ai | 8 |
| nor2 | 83 |
| nand3 | 13 |
| o22ai | 8 |
| clkdlybuf4s50 | 15 |
[report_power, final]
part,switching (W),internal [W]
combinational,0.0000723,0.0000515
sequential,0.00000847,0.00145
clock,0.000442,0.000616
[metal layers]
metal / part of all wire / vias to the layer above / GRT usage
li1: - / 4064 / -
met1: 0.36 / 4710 / 0.168
met2: 0.48 / 459 / 0.214
met3: 0.13 / 74 / 0.0852
met4: 0.024 / 10 / 0.0266
met5: 0.0030 / - / 0.00833
[cell type report]
class / count / area [um2]
timing repair buffer: 68 / 541
clock inverter: 21 / 215
fill: 6016 / 43100
sequential: 518 / 15500
multi-input combinational: 369 / 4320
clock buffer: 64 / 1280
antenna: 3 / 7.51
tap: 864 / 1080
[cell families after synthesis]
logic type	after synthesis
compound gates	54
buf+inv	51
flops	518
mux	162
simple gates	153
[worst paths after layout]
check | startpoint | end | slack (ns)
setup / recovery | flop | data_out[6] | 9.16
hold / removal | data_in[2] | ram[4][2] | 3.27
[stage by stage]
stage,worst slack (ns),util,power (W)
2_1_floorplan,11.44,-,0.00155
3_3_place_gp,9.74,0.324,0.00161
3_5_place_dp,9.66,0.324,0.00161
4_1_cts,9.07,0.347,0.00267
6_report,9.16,0.347,0.00264
5_1_grt,8.92,0.347,0.00272
Power figures rest on the tool's default switching activity, not on a simulated workload.
