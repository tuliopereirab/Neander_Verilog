**design/flow/config.mk**
```make
export PLATFORM = sky130hd
export DESIGN_NAME = controller
export DESIGN_NICKNAME = controller
export VERILOG_FILES = /design/flow/design.v
export SDC_FILE = /design/flow/constraint.sdc
export NUM_CORES = 4
export LEC_CHECK = 1
export CORE_AREA = 10 10 91 91
export DIE_AREA = 0 0 101 101
```
**design/flow/constraint.sdc**
```tcl
current_design controller

set clk_period 1.8
set clk_io_pct 0.2

create_clock -name clk0 -period $clk_period [get_ports {clk}]

set non_clock_inputs [all_inputs -no_clocks]
set_input_delay [expr $clk_period * $clk_io_pct] -clock clk0 $non_clock_inputs
set_output_delay [expr $clk_period * $clk_io_pct] -clock clk0 [all_outputs]
```
**design/flow/design.v**
```verilog
module controller (clk, reset, incrementaPc_ctrl, mux_sel, cargaRi_in, regPc_ctrl, regRem_ctrl, regAc_ctrl, regRi_ctrl, regNz_ctrl, memWrite_ctrl, regRdm_ctrl, ula_sel, regNz_signal_in);
input [1:0] regNz_signal_in;
input [3:0] cargaRi_in;
input clk, reset;
output mux_sel, regPc_ctrl, regRem_ctrl, regAc_ctrl, regRi_ctrl, regNz_ctrl, memWrite_ctrl, incrementaPc_ctrl;
output [1:0] regRdm_ctrl;
output [2:0] ula_sel;
reg a = 1;
parameter s0 = 0, s1 = 1, s2 = 2, s3 = 3, s4 = 4;
parameter s5 = 5, s6 = 6, s7 = 7, s8 = 8, s9 = 9;
parameter s10 = 10, s11 = 11, s12 = 12, s13 = 13, s14 = 14;
parameter s15 = 15, s16 = 16, s17 = 17, sHLT = 18, sAUX = 19;
reg [4:0] state;
reg mux_sel, regPc_ctrl, regRem_ctrl, regAc_ctrl, regRi_ctrl, regNz_ctrl, memWrite_ctrl, incrementaPc_ctrl;
reg [1:0] regRdm_ctrl;
reg [2:0] ula_sel;
always @ (posedge clk, posedge reset) begin
    if(reset == 1'b1)
        state <= s0;
    else
        case (state)
            s0: if(a)
                    state <= s1;
                else
                    state <= s1;
            s1: if(a)
                        state <= sAUX;
                    else
                        state <= s1;
            sAUX: if(a)
                    state <= s2;
                else
                    state <= s1;
            s2:
                if(cargaRi_in == 4'b0000)
                    state <= s0;
                else if(cargaRi_in == 4'b1010)
                    if(regNz_signal_in == 2'b01)
                        state <= s3;
                    else
                        state <= s6;
                else if(cargaRi_in == 4'b1001)
                    if(regNz_signal_in == 2'b10)
                        state <= s3;
                    else
                        state <= s5;
                else if(cargaRi_in == 4'b0110)
                    state <= s4;
                else if(cargaRi_in == 4'b1111)
                    state <= sHLT;
                else
                    state <= s3;
            s3:
                if(cargaRi_in == 4'b1000)
                    state <= s8;
                else if(cargaRi_in == 4'b1001)
                    state <= s8;
                else if(cargaRi_in == 4'b1010)
                    state <= s8;
                else
                    state <= s7;
            s4: if(a)
                    state <= s0;
                else
                    state <= s1;
            s5:
                if(regNz_signal_in == 2'b10)
                    state <= s8;
                else
                    state <= s0;
            s6:
                if(regNz_signal_in == 2'b01)
                    state <= s8;
                else
                    state <= s0;
            s7: if(a)
                    state <= s9;
                else
                    state <= s1;
            s8: if(a)
                    state <= s10;
                else
                    state <= s1;
            s9: if(a)
                if(cargaRi_in == 4'b0001)
                    state <= s11;
                else
                    state <= s12;
            s10: if(a)
                    state <= s0;
                else
                    state <= s1;
            s11: if(a)
                    state <= s13;
                else
                    state <= s1;
            s12:
                if(cargaRi_in == 4'b0010)
                    state <= s14;
                else if(cargaRi_in == 4'b0011)
                    state <= s15;
                else if(cargaRi_in == 4'b0100)
                    state <= s16;
                else if(cargaRi_in == 4'b0101)
                    state <= s17;
            s13: if(a)
                    state <= s0;
                else
                    state <= s1;
            s14: if(a)
                    state <= s0;
                else
                    state <= s1;
            s15: if(a)
                    state <= s0;
                else
                    state <= s1;
            s16: if(a)
                    state <= s0;
                else
                    state <= s1;
            s17: if(a)
                    state <= s0;
                else
                    state <= s1;
            sHLT: if(a)
                    state<=state;
                else
                    state <= s1;
        endcase
end
always @ (*) begin
    case (state)
        s0: begin
            regAc_ctrl <= 1'b0;
            regNz_ctrl <= 1'b0;
            regPc_ctrl <= 1'b0;
            regRdm_ctrl <= 1'b0;
            regRi_ctrl <= 1'b0;
            incrementaPc_ctrl <= 1'b0;
            ula_sel <=3'b000;
            memWrite_ctrl <= 1'b0;
            mux_sel <= 1'b0;
            regRem_ctrl <= 1'b1;
        end
        s1: begin
            mux_sel <= 1'b0;
            regRem_ctrl <= 1'b0;
            incrementaPc_ctrl <= 1'b1;
            regAc_ctrl <= 1'b0;
            regNz_ctrl <= 1'b0;
            regPc_ctrl <= 1'b0;
            regRdm_ctrl <= 1'b0;
            regRi_ctrl <= 1'b0;
            ula_sel <=3'b000;
            memWrite_ctrl <= 1'b0;
        end
        s2: begin
            incrementaPc_ctrl <= 1'b0;
            regRi_ctrl <= 1'b0;
            regAc_ctrl <= 1'b0;
            regNz_ctrl <= 1'b0;
            regPc_ctrl <= 1'b0;
            regRdm_ctrl <= 1'b0;
            ula_sel <=3'b000;
            memWrite_ctrl <= 1'b0;
            mux_sel <= 1'b0;
            regRem_ctrl <= 1'b0;
        end
        s3: begin
            regRi_ctrl <= 1'b0;
            mux_sel <= 1'b0;
            regRem_ctrl <= 1'b1;
            regAc_ctrl <= 1'b0;
            regNz_ctrl <= 1'b0;
            regPc_ctrl <= 1'b0;
            regRdm_ctrl <= 1'b0;
            incrementaPc_ctrl <= 1'b0;
            ula_sel <=3'b000;
            memWrite_ctrl <= 1'b0;
        end
        s4: begin
            regRi_ctrl <= 1'b0;
            ula_sel <=3'b011;
            regAc_ctrl <= 1'b1;
            regNz_ctrl <= 1'b1;
            incrementaPc_ctrl <= 1'b0;
            regPc_ctrl <= 1'b0;
            regRdm_ctrl <= 1'b0;
            memWrite_ctrl <= 1'b0;
            mux_sel <= 1'b0;
            regRem_ctrl <= 1'b0;
        end
        s5: begin
            regRi_ctrl <= 1'b0;
            incrementaPc_ctrl <= 1'b1;
            regAc_ctrl <= 1'b0;
            regNz_ctrl <= 1'b0;
            regPc_ctrl <= 1'b0;
            regRdm_ctrl <= 1'b0;
            ula_sel <=3'b000;
            memWrite_ctrl <= 1'b0;
            mux_sel <= 1'b0;
            regRem_ctrl <= 1'b0;
        end
        s6: begin
            regRi_ctrl <= 1'b0;
            incrementaPc_ctrl <= 1'b1;
            regAc_ctrl <= 1'b0;
            regNz_ctrl <= 1'b0;
            regPc_ctrl <= 1'b0;
            regRdm_ctrl <= 1'b0;
            ula_sel <=3'b000;
            memWrite_ctrl <= 1'b0;
            mux_sel <= 1'b0;
            regRem_ctrl <= 1'b0;
        end
        s7: begin
            regRem_ctrl <= 1'b0;
            incrementaPc_ctrl <= 1'b1;
            regRi_ctrl <= 1'b0;
            regAc_ctrl <= 1'b0;
            regNz_ctrl <= 1'b0;
            regPc_ctrl <= 1'b0;
            regRdm_ctrl <= 1'b0;
            ula_sel <=3'b000;
            memWrite_ctrl <= 1'b0;
            mux_sel <= 1'b0;
        end
        s8: begin
            regRem_ctrl <= 1'b0;
            regAc_ctrl <= 1'b0;
            regNz_ctrl <= 1'b0;
            memWrite_ctrl <= 1'b0;
            regPc_ctrl <= 1'b0;
            incrementaPc_ctrl <= 1'b0;
            regRi_ctrl <= 1'b0;
            regRdm_ctrl <= 1'b0;
            ula_sel <=3'b000;
            mux_sel <= 1'b0;
        end
        s9: begin
            incrementaPc_ctrl <= 1'b0;
            mux_sel <= 1'b1;
            regRem_ctrl <= 1'b1;
            regRi_ctrl <= 1'b0;
            regAc_ctrl <= 1'b0;
            regNz_ctrl <= 1'b0;
            regPc_ctrl <= 1'b0;
            regRdm_ctrl <= 1'b0;
            ula_sel <=3'b000;
            memWrite_ctrl <= 1'b0;
        end
        s10: begin
            regPc_ctrl <= 1'b1;
            incrementaPc_ctrl <= 1'b0;
            regRi_ctrl <= 1'b0;
            regAc_ctrl <= 1'b0;
            regNz_ctrl <= 1'b0;
            regRdm_ctrl <= 1'b0;
            ula_sel <=3'b000;
            memWrite_ctrl <= 1'b0;
            mux_sel <= 1'b0;
            regRem_ctrl <= 1'b0;
        end
        s11: begin
            regRem_ctrl <= 1'b0;
            regRdm_ctrl <= 1'b1;
            incrementaPc_ctrl <= 1'b0;
            regRi_ctrl <= 1'b0;
            regAc_ctrl <= 1'b0;
            regNz_ctrl <= 1'b0;
            regPc_ctrl <= 1'b0;
            ula_sel <= 3'b000;
            memWrite_ctrl <= 1'b0;
            mux_sel <= 1'b0;
        end
        s12: begin
            regRem_ctrl <= 1'b0;
            incrementaPc_ctrl <= 1'b0;
            regRi_ctrl <= 1'b0;
            regAc_ctrl <= 1'b0;
            regNz_ctrl <= 1'b0;
            regPc_ctrl <= 1'b0;
            regRdm_ctrl <= 1'b0;
            ula_sel <= 3'b000;
            memWrite_ctrl <= 1'b0;
            mux_sel <= 1'b0;
        end
        s13: begin
            regRdm_ctrl <= 1'b0;
            memWrite_ctrl <= 1'b1;
            incrementaPc_ctrl <= 1'b0;
            regRi_ctrl <= 1'b0;
            regAc_ctrl <= 1'b0;
            regNz_ctrl <= 1'b0;
            regPc_ctrl <= 1'b0;
            ula_sel <=3'b000;
            mux_sel <= 1'b0;
            regRem_ctrl <= 1'b0;
        end
        s14: begin
            ula_sel <= 3'b100;
            regAc_ctrl <= 1'b1;
            regNz_ctrl <= 1'b1;
            incrementaPc_ctrl <= 1'b0;
            regRi_ctrl <= 1'b0;
            regPc_ctrl <= 1'b0;
            regRdm_ctrl <= 1'b0;
            memWrite_ctrl <= 1'b0;
            mux_sel <= 1'b0;
            regRem_ctrl <= 1'b0;
        end
        s15: begin
            ula_sel <=3'b000;
            regAc_ctrl <= 1'b1;
            regNz_ctrl <= 1'b1;
            incrementaPc_ctrl <= 1'b0;
            regRi_ctrl <= 1'b0;
            regPc_ctrl <= 1'b0;
            regRdm_ctrl <= 1'b0;
            memWrite_ctrl <= 1'b0;
            mux_sel <= 1'b0;
            regRem_ctrl <= 1'b0;
        end
        s16: begin
            ula_sel <=3'b010;
            regAc_ctrl <= 1'b1;
            regNz_ctrl <= 1'b1;
            incrementaPc_ctrl <= 1'b0;
            regRi_ctrl <= 1'b0;
            regPc_ctrl <= 1'b0;
            regRdm_ctrl <= 1'b0;
            memWrite_ctrl <= 1'b0;
            mux_sel <= 1'b0;
            regRem_ctrl <= 1'b0;
        end
        s17: begin
            ula_sel <=3'b001;
            regAc_ctrl <= 1'b1;
            regNz_ctrl <= 1'b1;
            incrementaPc_ctrl <= 1'b0;
            regRi_ctrl <= 1'b0;
            regPc_ctrl <= 1'b0;
            regRdm_ctrl <= 1'b0;
            memWrite_ctrl <= 1'b0;
            mux_sel <= 1'b0;
            regRem_ctrl <= 1'b0;
        end
        sHLT: begin
            regAc_ctrl <= 1'b0;
            regRi_ctrl <= 1'b0;
            incrementaPc_ctrl <= 1'b0;
            regNz_ctrl <= 1'b0;
            regPc_ctrl <= 1'b0;
            regRdm_ctrl <= 1'b0;
            ula_sel <=3'b000;
            memWrite_ctrl <= 1'b0;
            mux_sel <= 1'b0;
            regRem_ctrl <= 1'b0;
        end
        sAUX: begin
            incrementaPc_ctrl <= 1'b0;
            regRi_ctrl <= 1'b1;
            regAc_ctrl <= 1'b0;
            regNz_ctrl <= 1'b0;
            regPc_ctrl <= 1'b0;
            regRdm_ctrl <= 1'b0;
            ula_sel <=3'b000;
            memWrite_ctrl <= 1'b0;
            mux_sel <= 1'b0;
            regRem_ctrl <= 1'b0;
        end
    endcase
end
endmodule
```
**design/flow/run.sh**
```bash
#!/bin/bash
# OpenROAD 26Q1-2900-gdf79404cd8, Yosys 0.63+post, stock flow scripts
make -C /OpenROAD-flow-scripts/flow DESIGN_CONFIG=/design/flow/config.mk WORK_HOME=/design/flow/orfs finish
```
==> metrics.csv <==
metric,value,unit
end_kind,flop,
cts_buffers,3,
ys_cells,97,
finalClockSkew,0.931,ps
hold_ws,373,ps
synth_flops,31,
min_period_over_period,0.771,
slew_headroom,0.648,
initCoreUtil,0.169,
warning_count,25,
vdd_drop_max,0.298,mV
clkTransAtPathRegs,70,ps
placed_area,1360,um2
design_area,1410,um2
setup_violations,0,
xor_share,0,
ys_warn_count,1,
hold_buffers,0,
insertion_delay,250,ps
aoi_share,0.0629,
worstSetupPathType,in2reg,
yosysTopAreaCell,dfrtp_1,
route.vias.total,729,
yosys_area,1070,um2
first_pass_iters,5,
yosys.area_share.adder,0,
dp_slack,155,ps
setup_ws,411,ps
slew_violations,0,
area_growth,31.4,%
pwr_density_cell,802,nW/um2
fin_setup_tns,0,ps
crit_arrival,1530,ps
worst_pin_slew,526,ps
initialDrtViolationCount,60,
syn_area,1070,um2
critPathLaunchType,primary input,
unclocked_regs,11,
netlist_logic_family_top,simple AND/OR/NAND/NOR gates,
num_antenna_cells,0,
dp_hpwl,1.73,mm
cts.repair.resized,0,
drv_cap,0,
top_cell_area_share,0.443,
wirelength,2.09,mm
syn_inst,97,
drive_gt1_frac,0.128,
crit_required,1940,ps
synthTopCellsByCount,"19 x dfrtp_1, 11 x dlxtn_1",
grt_pass1_wl,3.59,mm
place_congestion,0.853,
track_usage,0.0420,
antenna_found_initial,0,
untimed_endpoints,23,
via_per_inst,3.76,
io_pins,21,
ys_sh_mux,0,
portBuffers,19,
cts_tree,done,
hold_viol_final,0,
leakage,0.629,nW
clockRootBuffer,clkbuf_8,
simple_gate_share,0.269,
post_cts_buffers,0,
cp_max_fo,11,
drc,0,
edf_count,0,
hold_class,reg2reg,
fillers,664,
core-area,6350,um2
top_cell,dfrtp_1,
grt_pass1_vias,759,
clock_path_buffers,2,
htree_levels,1,
synthArstFlopShare,0.645,
fmax,0.720,GHz
wl_per_cell,10.8,um
gr-total-overflow,0,
antenna_left,0,
synthFlopType,dfrtp_1,
outcome,"complete, no violations",
ys_types,33,
fin_crit,1390,ps
die_w,101,um
rsz0062_at_grt,false,
area_leaders,"dfrtp_1 44%, dlxtn_1 15%, nor2b_1 3.5%",
syn_avg_cell_area,11.1,um2
row_count,29,
grt_max_degree,21,
chipArea,10200,um2
fp.dieH,101,um
[report_power, final]
part | switching, mW | internal [mW]
registers | 0.0232 | 0.587
clock network | 0.134 | 0.194
logic | 0.0911 | 0.102
total | 0.248 | 0.882
[final timing paths]
kind / from / to / depth (start not counted) / slack [ps]
max: cargaRi_in[2] / state[4] / 4 / 410
min: state[18] / state[12] / 0 / 370
max reg2reg: state[9] / state[0] / 3 / 670
min reg2reg: state[18] / state[12] / 0 / 370
max in group asynchronous: reset / state[0] / 3 / 1110
min in group asynchronous: reset / state[1] / 3 / 430
[through the flow]
stage / power, mW / std cells / utilization
2_1_floorplan: 0.724 / 97 / -
3_3_place_gp: 0.816 / 190 / 0.213
3_5_place_dp: 0.818 / 190 / 0.213
4_1_cts: 1.15 / 194 / 0.222
5_1_grt: 1.19 / 194 / 0.222
6_report: 1.13 / 194 / 0.222
[worst max-delay path, cell delays in order]
cell	delay, ps
clkdlybuf4s50_1	580
nor2_1	170
a221oi_1	80
o32a_1	340
[metal layers]
layer  track usage  share of wire  vias up
met5             0              0        -
met3        0.0166           0.10        2
met1        0.0489           0.42      340
met2        0.0717           0.47       17
li1              -              -      370
met4       0.00750          0.016        0
[cell usage in the layout (no fill, tap or decap), drive strengths merged, types with 2 or more instances in the layout]
cell / netlist / layout
nor4: 4 / 4
or2: 4 / 4
dfrtp: 19 / 19
clkbuf: 4 / 4
and3: 2 / 2
nand4: 2 / 2
nor2: 6 / 6
nor2b: 6 / 6
inv: 3 / 3
nand2: 6 / 6
nand3: 6 / 6
clkdlybuf4s50: 0 / 19
buf: 3 / 4
nor3: 2 / 2
dlxtn: 11 / 11
nand2b: 4 / 4
[cell families (layout without fill, tap and decap cells)]
kind of cell | Yosys count | after routing
AND-OR/OR-AND | 9 | 9
buffers and inverters | 10 | 30
flip-flops | 20 | 20
latches | 11 | 11
other | 1 | 1
AND/OR/NAND/NOR | 46 | 46
[area by class of cell]
class,instances,area [um2],area share
sequential,31,667,0.473
multi-input combinational,56,360,0.256
clock buffer,4,55.1,0.0390
tap,77,96.3,0.0683
timing repair buffer,23,220,0.156
inverter,3,11.3,0.00799
[state kept, by name, summed over array words and instances, names as in the netlist]
register	cells
state	20
ula_sel	3
incrementaPc_ctrl	1
memWrite_ctrl	1
mux_sel	1
regAc_ctrl	1
regPc_ctrl	1
regRdm_ctrl	1
regRem_ctrl	1
regRi_ctrl	1
No activity file was given, so power comes from the tool's default toggle rates.
