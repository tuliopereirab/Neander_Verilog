<file path="design.v">
module reg8b_2_2 (clk, enable, data_in_1, data_in_2, data_out_1, data_out_2);
parameter DATA_WIDTH = 8;
input clk;
input [1:0] enable;
input [(DATA_WIDTH-1):0] data_in_1, data_in_2;
output reg [(DATA_WIDTH-1):0] data_out_1, data_out_2;
    always @ (posedge clk)
    begin
        if(enable == 2'b01) begin
            data_out_1 = data_in_1;
        end else if(enable == 2'b10) begin
            data_out_2 = data_in_2;
        end
    end
endmodule    
</file>
<file path="run.sh">
#!/bin/bash
# OpenROAD 26Q1-2900-gdf79404cd8, Yosys 0.63+post, stock flow scripts
make -C /OpenROAD-flow-scripts/flow DESIGN_CONFIG=/design/flow/config.mk WORK_HOME=/design/flow/orfs finish
</file>
<file path="config.mk">
export PLATFORM = sky130hd
export DESIGN_NAME = reg8b_2_2
export DESIGN_NICKNAME = reg8b_2_2
export VERILOG_FILES = /design/flow/design.v
export SDC_FILE = /design/flow/constraint.sdc
export NUM_CORES = 4
export LEC_CHECK = 1
export CORE_AREA = 10 10 74 74
export DIE_AREA = 0 0 84 84
</file>
<file path="constraint.sdc">
current_design reg8b_2_2

set clk_period 1.2
set clk_io_pct 0.2

create_clock -name clk0 -period $clk_period [get_ports {clk}]

set non_clock_inputs [all_inputs -no_clocks]
set_input_delay [expr $clk_period * $clk_io_pct] -clock clk0 $non_clock_inputs
set_output_delay [expr $clk_period * $clk_io_pct] -clock clk0 [all_outputs]
</file>
==> impl_metrics.py <==
# Auto-generated metrics
metrics = {
    "power": {
        "p_per_area_nw_per_um2": 1230,
        "swShare": 0.157,
        "irDropWorstVdd_mv": 0.376,
        "p_comb_frac": 0.097,
        "clock_power_share": 0.322,
        "p_switching_uw": 179,
        "p_leak_nw": 0.339,
        "intPower_uw": 965,
        "power.total_mw": 1.14,
        "pwr-share-seq": 0.581,
    },
    "yosys": {
        "synth_seq_share": 0.970,
        "ys_cells": 18,
        "postSynthCellCount": 18,
        "ys_types": 3,
        "yosys-stat-area_um2": 495,
        "ys_warn_count": 1,
        "synth_area_um2": 495,
        "ys.flops": 16,
        "synth.avg_cell_area_um2": 27.5,
    },
    "critical_path": {
        "critPathKind": "reg2out",
        "critPathCaptureType": "primary output",
        "cp.required_ns": 0.96,
        "crit_chain": "dlygate4sd2_1",
        "start_kind": "flop",
        "slowest_delay_ns": 0.37,
        "crit_start": "data_out_1[1]",
        "crit_family": "flip-flops",
        "arrival_ns": 0.86,
        "crit_buf_inv": 1,
        "cp_max_fo": 1,
        "slowest_stage": "edfxtp_1",
    },
    "clock_tree": {
        "cts_root_buf": "clkbuf_8",
        "cts_num_sinks": 16,
        "clk_path_buf_depth": 2,
        "cts_resized": 16,
        "postCtsSetupBuffers": 0,
        "cts_tree": "yes",
        "cts_buffers": 3,
        "clkTransAtPathRegs_ns": 0.05,
        "htreeDepth": 1,
        "hold_buffers": 0,
    },
    "run_status": {
        "outcome": "finished clean",
    },
    "placement": {
        "gp_congestion": 0.679,
        "io_buffers": 34,
        "dp_slack_ns": -0.103,
        "dp.cells": 103,
    },
    "layout": {
        "utilization": 0.233,
        "fillers": 421,
        "layout_top_cell": "clkdlybuf4s50_1",
        "final_cell_count_no_fill": 106,
        "drive_above_1_share": 0.0893,
        "regArea_um2": 480,
        "area_growth_pct": 87.1,
        "layout_top_cells": "18 x clkdlybuf4s50_1, 16 x edfxtp_1, 16 x dlygate4sd2_1",
        "logic_area_um2": 15.0,
    },
    "global_routing": {
        "grt_overflow": 0,
        "track_usage": 0.0360,
        "grt_pass1_wl_um": 1900,
        "grt_start_max_net_pins": 9,
        "grt_pass1_vias": 354,
        "antenna_found_initial": 0,
    },
    "run": {
        "warning_count": 25,
        "drv_cap": 0,
    },
    "timing": {
        "hold_violations": 0,
        "fin_ws_ns": 0.0978,
        "fin_crit_sh": 0.918,
        "finalMaxSlewViolations": 0,
        "finalSetupViolations": 0,
        "slew_headroom": 0.877,
        "whs_ns": 0.553,
        "rsz0062_at_grt": "false",
        "fmax_mhz": 907,
        "finalCriticalPeriod_ns": 1.10,
        "worst_slew_pin_slew_ns": 0.185,
    },
    "die": {
        "fp_util": 0.125,
        "ioPinCount": 35,
        "die_y_um": 84,
        "dieArea_um2": 7060,
        "die_w_um": 84,
        "core.rowCount": 23,
        "core-area_um2": 3970,
    },
    "drt": {
        "drtPass1Iterations": 2,
        "ant_nets": 0,
        "drc": 0,
        "drt_iter0_drc": 18,
        "antenna_cells": 0,
        "via_per_inst": 2.86,
        "wirelength_um": 1320,
        "wire_per_inst_um": 12.5,
        "vias": 303,
    },
    "min_path": {
        "worstHoldStart": "data_in_1[1]",
        "hp-class": "in2reg",
    },
}
==> through the flow <==
stage	cell area, um2	TNS, ns
5_1_grt	927	0
6_report	927	0
3_5_place_dp	906	-1.51
3_3_place_gp	906	-1.54
4_1_cts	927	0
2_1_floorplan	495	0
==> Yosys cell counts <==
master / number / share of area
and2b_2: 1 / 0.018
edfxtp_1: 16 / 0.97
nor2b_1: 1 / 0.013
==> power groups by stage <==
stage                 registers [mW]  clock network [mW]  logic, mW
after global routing           0.669               0.417      0.122
final                          0.665               0.369      0.111
after CTS                      0.666               0.388      0.115
==> kinds of logic (layout without fill, tap and decap cells) <==
| logic type | Yosys count | count (layout) | synth area share |
|---|---|---|---|
| DFF | 16 | 16 | 0.970 |
| and+or+nand+nor | 2 | 2 | 0.0303 |
| buffers and inverters | 0 | 38 | 0 |
==> cell type report <==
type / instances / area share
tap: 50 / 0.0675
multi-input combinational: 2 / 0.0162
clock buffer: 3 / 0.0445
timing repair buffer: 35 / 0.354
sequential: 16 / 0.518
==> layer usage <==
metal  global-route usage  routed length (um)  vias up
met4              0.00609                   0        0
met5                    0                   0        -
met1               0.0309                 445      135
met2               0.0634                 688       21
met3               0.0295                 190        0
li1                     -                   -      147
==> path summary, 6_finish.rpt <==
kind | end | cells after the start
setup / recovery | data_out_1[1] | 1
hold / removal | data_out_1[1] | 1
==> state kept, by name, summed over array words and instances, names as in the netlist <==
| register | flops |
|---|---|
| data_out_2 | 8 |
| data_out_1 | 8 |
Power and IR drop assume default switching activity.
